## design.v

```verilog
`timescale 1ns / 1ps
module Code2Inst (
    input[31:0] code,
    output reg [19*8-1:0] inst
);
    wire[3*8-1:0] INST_rd ={"x", num2str({3'b000,code[11]}), num2str(code[10:7])};            
    wire[3*8-1:0] INST_rs1 ={"x", num2str({3'b000,code[19]}), num2str(code[18:15])};            
    wire[3*8-1:0] INST_rs2 ={"x", num2str({3'b000,code[24]}), num2str(code[23:20])};  
    wire[3*8-1:0] imm_12 ={num2str(code[31:28]), num2str(code[27:24]), num2str(code[23:20])};
    wire[3*8-1:0] Simm_12 ={num2str(code[31:28]), num2str({code[27:25],code[11]}), num2str(code[10:7])};
    wire[4*8-1:0] SBim_12 ={num2str(code[31]),num2str({ code[7],code[30:28]}), num2str({code[27:25],code[11]}), num2str({code[10:8],1'b0})};
    wire[6*8-1:0] UJim_20 ={num2str(code[31]),num2str(code[19:16]),num2str(code[15:12]),num2str({code[20],code[30:28]}), num2str(code[27:24]), num2str({code[23:21],1'b0})};
    wire[5*8-1:0] Uimm_20 ={num2str(code[31:28]),num2str(code[27:24]),num2str(code[23:20]), num2str(code[19:16]), num2str(code[15:12])};
    wire[13*8-1:0] R_Type = {" ", INST_rd,",", INST_rs1,",",INST_rs2, " "};          
    wire[13*8-1:0] I_Type = {" ", INST_rd,",", INST_rs1,",", imm_12, "H"};           
    wire[13*8-1:0] S_Type = {" ", INST_rs1,",", INST_rs2,",", Simm_12, "H"};         
    wire[13*8-1:0] SB_Type = {" ",INST_rs1,",", INST_rs2,",", SBim_12};              
    wire[13*8-1:0] UJ_Type = {" ",INST_rd,",", UJim_20, "H "};                       
    wire[13*8-1:0] U_Type = {" ", INST_rd,",", Uimm_20, "H  "};                      
    always @* begin 
        if(code==32'h00000000) inst = "nop DStall:lw 00   ";
        else if(code==32'h00000013) inst = "nop JStall:addi0   ";
        else 
        case(code[6:2])                                              
            5'b01100:begin
                case({code[14:12],code[30]})                         
                    4'b0000: inst = {" add",R_Type, "  "};
                    4'b0001: inst = {" sub",R_Type, "  "};
                    4'b1110: inst = {" and",R_Type, "  "};
                    4'b1100: inst = {" or",R_Type, "   "};
                    4'b0100: inst = {" slt",R_Type, "  "};
                    4'b0110: inst = {" sltu",R_Type, " "};
                    4'b1010: inst = {" srl",R_Type, "  "};
                    4'b1000: inst = {" xor",R_Type, "  "};
                    4'b0010: inst = {" sll",R_Type, "  "};
                    default: inst = "illegal instruction";           
                    endcase
            end
            5'b00000: inst = {" lw",I_Type, "   "};
            5'b01000: inst = {" sw",S_Type, "   "};
            5'b11000: begin
                case(code[14:12])
                    3'b000: inst = {"beq",SB_Type, "   "};
                    3'b001: inst = {"bne",SB_Type, "   "};
                    3'b100: inst = {"blt",SB_Type, "   "};
                    default: inst = "illegal instruction";           
                endcase
            end
            5'b11011: inst = {"jal", UJ_Type, "  "};
            5'b11001: inst = {"jalr", I_Type, "  "};
            5'b00100: begin 
                case(code[14:12])                                    
                    3'b000: inst = {"addi", I_Type, "  "};
                    3'b111: inst = {"andi", I_Type, "  "};
                    3'b110: inst = {"ori", I_Type, "  "};
                    3'b010: inst = {"slti", I_Type, "  "};
                    3'b011: inst = {"sltiu", I_Type};
                    3'b101: inst = {"srli", I_Type, "  "};
                    3'b001: inst = {"slli", I_Type, "  "};
                    3'b100: inst = {"xori", I_Type, "  "};
                    default: inst = "illeillegal instruction";       
                endcase
            end
            5'b01101: inst = {"lui", U_Type, "  "};
            default:  inst = "illegal instruction";                  
        endcase  
    end
    function [7:0] num2str;
		input [3:0] number;
		begin
			if (number < 10)
				num2str = "0" + number;
			else
				num2str = "A" - 10 + number;
		end
	endfunction
    initial begin
        inst = "not in use";
    end
endmodule
```

## run.sh

```bash
#!/bin/bash
# OpenROAD 26Q1-2900-gdf79404cd8, Yosys 0.63+post, stock flow scripts
make -C /OpenROAD-flow-scripts/flow DESIGN_CONFIG=/design/flow/config.mk WORK_HOME=/design/flow/orfs finish
```

## config.mk

```make
export PLATFORM = sky130hd
export DESIGN_NAME = Code2Inst
export DESIGN_NICKNAME = Code2Inst
export VERILOG_FILES = /design/flow/design.v
export SDC_FILE = /design/flow/constraint.sdc
export NUM_CORES = 4
export LEC_CHECK = 1
export CORE_UTILIZATION = 30
```

## constraint.sdc

```tcl
current_design Code2Inst

set clk_period 6.7
set clk_io_pct 0.2

create_clock -name clk0 -period $clk_period

set non_clock_inputs [all_inputs -no_clocks]
set_input_delay [expr $clk_period * $clk_io_pct] -clock clk0 $non_clock_inputs
set_output_delay [expr $clk_period * $clk_io_pct] -clock clk0 [all_outputs]
```

==> flow_summary.yaml <==
# yosys + openroad results
floorplan:
  die_x_um: 124
  io_pins: 184
  chip_area_sq_mm: 0.0154
  fp_util_pct: 30.8
  core_sq_mm: 0.0145
  row_count: 44
  die_y_um: 124
critical_path:
  cpLargestDelayFamily: "simple AND/OR/NAND/NOR gates"
  critPathBufInv: 3
  slowest_delay_ps: 890
  critPathArrivalTime_ps: 5330
  critPathLaunchType: "primary input"
  cp_cell_sequence: "clkdlybuf4s50_1, inv_1, ha_1, nor2b_1, or2_2, nor2_1, nor3_1, o2111ai_1, clkdlybuf4s50_1"
  crit_required_ps: 5360
  startpoint: "code[13]"
  cp_common_cell: "clkdlybuf4s50_1"
  cpMaxStageDelayCell: "nor3_1"
  crit_type: "in2out"
  cp-end-kind: "primary output"
  cp_max_fo: 14
synthesis:
  yosys.area.top_type_share_pct: 9.27
  synth-area-yosys_sq_mm: 0.00448
  synth.distinct_cells: 75
  ys_seq_share_pct: 0
  simple_gate_area_share_pct: 31.1
  ys_cells: 757
  syn_inst: 757
  synth_area_per_cell_sq_um: 5.92
  synth-warning-count: 1
  yosysMostFrequentCell: "a21oi_1"
  xor_area_share_pct: 1.95
  ys_sh_adder_pct: 6.14
  synthAoiAreaFrac_pct: 44.7
  largest_area_cell: "a21oi_1"
  top_logic_kind: "AND-OR/OR-AND gates"
  synthesis.area_sq_mm: 0.00448
  netlist_top_cells_count: "a21oi_1 (83), nand2_1 (77), nor2_1 (74)"
  topCellsByArea: "a21oi_1 (9.3%), nand2_1 (6.4%), o21ai_0 (6.4%)"
  ys_sh_mux_pct: 1.87
placement:
  numPortBuffers: 158
  dp_hpwl_um: 24600
  placed_cells: 1083
  place_congestion: 1.07
final_timing:
  max_slew_margin_pct: 30.7
  rsz0062_at_grt: "no"
  setup_violations: 0
  max_slew.worst_pin.slew_ps: 1030
  max_clock_freq_mhz: 150
  min_period_ps: 6670
  totalNegativeSetupSlack_ps: 0
  min_period_over_period_pct: 99.6
  hold_viol_final: 0
  drv_slew: 0
global_route:
  grt_pass1_vias: 6736
  grt_pass1_wl_um: 45600
  grt_max_degree: 20
  overflow: 0
  grt_usage_pct: 39.8
  antenna_found_initial: 1
final_layout:
  final_cells: 1084
  regArea_sq_um: 0
  flops: 0
  syn_to_final_growth_pct: 40.8
  n_clock_buffer: 0
  drive_gt1_share_pct: 9.68
detailed_routing:
  drtIter0Drc: 1131
  via_per_inst: 6.53
  vias: 7080
  antenna_left: 0
  wire_per_inst_um: 29.0
  dr.pass1.iters: 6
  routed_wl_um: 31500
  drc_errors: 0
run:
  warning_count: 41
  cap_violations: 0
power_and_ir_drop:
  power_density_mw_per_mm2: 63.7
  irDropWorstVdd_uv: 25.9
  leakagePower_nw: 2.40
worst_hold_path:
  hp-start: "code[1]"
  hp-class: "in2out"
cts:
  cts_setup_buffers: 0
  cts_hold_buf: 0
  cts_resized: 0
outcome:
  outcome: "finished, final reports clean"
-- worst paths after layout --
kind / slack [ps] / end / cells after the start
max: 30 / inst[62] / 9
min: 3800 / inst[114] / 5
-- metal layers --
metal	up-vias	track usage, %	part of all wire [%]
met2	597	56.9	42
met5	-	0	0
met3	139	10.5	11
met1	3273	52.9	40
li1	3071	-	-
met4	0	24.8	7.3
-- power by group --
group                total (mW)          internal, mW  switching [mW]  leakage [nW]
clock          0.00000000000327  0.000000000000000120               0    0.00000327
combinational             0.402                 0.173           0.229          2.40
sequential                    0                     0               0             0
total                     0.402                 0.173           0.229          2.40
-- kinds of logic (layout without fill, tap and decap cells) --
kind of cell,after synthesis,after routing
other,2,27
AND-OR/OR-AND,308,308
buffers and inverters,127,245
XOR/XNOR,10,10
multiplexers,8,8
AND/OR/NAND/NOR,280,280
adder cells (fa/ha/maj),22,22
-- cell type report --
| type | count | area [sq um] |
|---|---|---|
| antenna | 1 | 2.50 |
| fill | 1619 | 8220 |
| inverter | 29 | 111 |
| multi-input combinational | 654 | 3940 |
| tap | 184 | 230 |
| timing repair buffer | 216 | 2030 |
-- per-stage QoR --
step	power, mW	hold WS, ps	area [sq um]	util [%]	setup slack (ps)
2_1_floorplan	0.179	2750	4570	-	1980
3_3_place_gp	0.392	3810	6310	43.4	213
3_5_place_dp	0.386	3810	6310	43.4	236
4_1_cts	0.388	3810	6310	43.4	222
5_1_grt	0.423	3900	6310	43.4	28.8
6_report	0.402	3800	6310	43.4	25.7
-- placed cells by master, fill, tap and decap left out, types with 4 or more instances in the layout --
master,instances
a2111oi_0,14
nor2b_1,20
nand2_1,77
o21ai_1,10
inv_1,26
mux2i_1,5
o21ai_0,57
nor2_1,74
nor4_1,4
a21oi_1,83
and3_1,6
clkdlybuf4s50_1,158
a221oi_1,10
and2_1,9
ha_1,22
a222oi_1,7
a22o_1,7
conb_1,26
o22ai_1,21
a31oi_1,20
xnor2_1,9
o221ai_1,9
a21o_1,6
a211oi_1,8
buf_4,57
nand3_1,23
o2111ai_1,7
or2_2,8
nor3_1,18
o211ai_1,8
nand4_1,11
o21a_1,8
a22oi_1,9
Power figures rest on the tool's default switching activity, not on a simulated workload.
